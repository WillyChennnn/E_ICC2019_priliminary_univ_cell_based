### flow/constraint.sdc
current_design CONV

set clk_period 15.9
set clk_io_pct 0.2

create_clock -name clk0 -period $clk_period [get_ports {clk}]

set non_clock_inputs [all_inputs -no_clocks]
set_input_delay [expr $clk_period * $clk_io_pct] -clock clk0 $non_clock_inputs
set_output_delay [expr $clk_period * $clk_io_pct] -clock clk0 [all_outputs]
### flow/run.sh
#!/bin/bash
# OpenROAD 26Q1-2900-gdf79404cd8, Yosys 0.63+post, stock flow scripts
make -C /OpenROAD-flow-scripts/flow DESIGN_CONFIG=/design/flow/config.mk WORK_HOME=/design/flow/orfs finish
### flow/design.v
`timescale 1ns/10ps
module  CONV(
    input		clk,
    input		reset,
    output reg 	busy,
    input		ready,
    output [11:0]	iaddr,
    input [19:0]	idata,
    output	cwr,
    output reg [11:0]	caddr_wr,
    output reg [19:0]	cdata_wr,
    output	crd,
    output reg [11:0]	caddr_rd,
    input [19:0]	cdata_rd,
    output reg [2:0]	csel
  );
parameter IDLE=4'd0,
          READ_9=4'd1,
          READ_C=4'd2,
          CONV=4'd3,
          RELU=4'd4,
          LAYER0_WRITE=4'd5,
          LAYER0_DONE=4'd6,
          MAX_POOLING=4'd7,
          LAYER1_WRITE=4'd8,
          LAYER1_DONE=4'd9; 
reg [3:0] state,n_state;
reg [6:0] row,col;
reg [6:0] next_row,next_col;
reg [6:0] tmp_row,tmp_col;
reg [3:0] read_counter,next_read_counter;
reg [3:0] conv_count,next_conv_count;
reg [19:0] reg0,reg1,reg2,reg3,reg4,reg5,reg6,reg7,reg8;
wire read_en,conv_en;
wire read9,readc,relu;
wire max_en,layer1_wen;
wire zero_padding;
wire [19:0] tmp_data;
wire [6:0] img_row,img_col;
reg [19:0] weight,img_data;
reg signed [39:0] psum,next_psum,addBias_result;
wire signed [39:0] tmp_result;
reg [19:0] conv_data,next_conv_data;
reg [11:0] caddr_count,next_caddr_count;
reg [19:0] max,n_max;
wire [11:0] max_addr;
assign read9=(state==READ_9)?1'b1:1'b0;
assign readc=(state==READ_C)?1'b1:1'b0;
assign relu=(state==RELU)?1'b1:1'b0;
assign max_en=(state==MAX_POOLING)?1'b1:1'b0;
assign layer1_wen=(state==LAYER1_WRITE)?1'b1:1'b0;
assign read_en=(read9|readc|max_en);  
assign conv_en=(state==CONV)?1'b1:1'b0;  
assign zero_padding=(tmp_row==7'd0||tmp_row==7'd65||tmp_col==7'd0||tmp_col==7'd65)?1'b1:1'b0;
assign cwr=(state==LAYER0_WRITE||state==LAYER1_WRITE)?1'b1:1'b0;
assign crd=(state==MAX_POOLING)?1'b1:1'b0;
assign img_row=tmp_row-7'd1;
assign img_col=tmp_col-7'd1;
assign tmp_data=(zero_padding)?20'd0:idata;
assign iaddr=(zero_padding)?12'd0:(img_row<<6)+img_col;
assign tmp_result=$signed(img_data)*$signed(weight);
assign max_addr=(row<<6)+col;
always@(posedge clk or posedge reset)begin
  if(reset)begin
    state<=IDLE;
  end
  else begin
    state<=n_state;
  end
end
always@(*)begin
  case(state)
      IDLE:begin
          n_state=READ_9;
      end
      READ_9:begin
        if(read_counter==4'd8)begin
          n_state=CONV;
        end
        else begin
          n_state=state;
        end
      end
      READ_C:begin
        if(read_counter==4'd2)begin
          n_state=CONV;
        end
        else begin
          n_state=state;
        end
      end
      CONV:begin
        if(conv_count==4'd8)begin
          n_state=RELU;
        end
        else begin
          n_state=state;
        end
      end
      RELU:begin
        n_state=LAYER0_WRITE;
      end
      LAYER0_WRITE:begin
        if(caddr_wr==12'd4095)begin
          n_state=LAYER0_DONE;
        end
        else if(col==7'd63)begin
          n_state=READ_9;
        end
        else begin
          n_state=READ_C;
        end
      end
      LAYER0_DONE:begin
        n_state=MAX_POOLING;
      end
      MAX_POOLING:begin
        if(read_counter==4'd3)begin
          n_state=LAYER1_WRITE;
        end
        else begin
          n_state=state;
        end
      end
      LAYER1_WRITE:begin
        if(caddr_wr==12'd1023)begin
          n_state=LAYER1_DONE;
        end
        else begin
          n_state=MAX_POOLING;
        end
      end
      LAYER1_DONE:begin
        n_state=LAYER1_DONE;
      end
      default:begin
        n_state=IDLE;
      end
  endcase
end
always@(posedge clk or posedge reset)begin
  if(reset)begin
    read_counter<=4'd0;
  end
  else if(read_en)begin
    read_counter<=next_read_counter;
  end
  else begin
    read_counter<=4'd0;
  end
end
always@(*)begin
  if(read_en)begin
    next_read_counter=read_counter+4'd1;
  end
  else begin
    next_read_counter=read_counter;
  end
end
always@(posedge clk or posedge reset)begin
  if(reset)begin
    row<=7'd0;
    col<=7'd0;
  end
  else begin
    row<=next_row;
    col<=next_col;
  end
end
always@(*)begin
  if(state==LAYER0_WRITE)begin
    if(row==7'd63 && col==7'd63)begin
      next_row=7'd0;
      next_col=7'd0;
    end
    else if(col==7'd63)begin
      next_row=row+7'd1;
      next_col=7'd0;
    end
    else begin
      next_row=row;
      next_col=col+7'd1;
    end
  end
  else if(state==LAYER1_WRITE)begin
    if(col==7'd62 && row==7'd62)begin
      next_row=7'd0;
      next_col=7'd0;
    end
    else if(col==7'd62)begin
      next_col=7'd0;
      next_row=row+7'd2;
    end
    else begin
      next_col=col+7'd2;
      next_row=row;
    end
  end
  else begin
    next_row=row;
    next_col=col;
  end
end
always@(posedge clk or posedge reset)begin
  if(reset)begin
    reg0<=20'd0;
    reg1<=20'd0;
    reg2<=20'd0;
    reg3<=20'd0;
    reg4<=20'd0;
    reg5<=20'd0;
    reg6<=20'd0;
    reg7<=20'd0;
    reg8<=20'd0;
  end
  else if(read9)begin
    case(read_counter)
        4'd0:reg0<=tmp_data;
        4'd1:reg1<=tmp_data;
        4'd2:reg2<=tmp_data;
        4'd3:reg3<=tmp_data;
        4'd4:reg4<=tmp_data;
        4'd5:reg5<=tmp_data;
        4'd6:reg6<=tmp_data;
        4'd7:reg7<=tmp_data;
        4'd8:reg8<=tmp_data;
        default:begin
        end
    endcase
  end
  else if(readc)begin
    case(read_counter)
        4'd0:begin
            reg0<=reg1;
            reg1<=reg2;
            reg2<=tmp_data;
            reg3<=reg4;
            reg4<=reg5;
            reg5<=20'd0;
            reg6<=reg7;
            reg7<=reg8;
            reg8<=20'd0;
        end
        4'd1:reg5<=tmp_data;
        4'd2:reg8<=tmp_data;
        default:begin
        end
    endcase
  end
  else begin
  end
end
always@(*)begin
  if(read9)begin
    case(read_counter)
      4'd0:begin
        tmp_row=row;
        tmp_col=col;
      end
      4'd1:begin
        tmp_row=row;
        tmp_col=col+7'd1;
      end
      4'd2:begin
        tmp_row=row;
        tmp_col=col+7'd2;
      end
      4'd3:begin
        tmp_row=row+7'd1;
        tmp_col=col;
      end
      4'd4:begin
        tmp_row=row+7'd1;
        tmp_col=col+7'd1;
      end
      4'd5:begin
        tmp_row=row+7'd1;
        tmp_col=col+7'd2;
      end
      4'd6:begin
        tmp_row=row+7'd2;
        tmp_col=col;
      end
      4'd7:begin
        tmp_row=row+7'd2;
        tmp_col=col+7'd1;
      end
      4'd8:begin
        tmp_row=row+7'd2;
        tmp_col=col+7'd2;
      end
      default:begin
        tmp_row=row;
        tmp_col=col;
      end
    endcase
  end
  else if(readc)begin
    case(read_counter)
        4'd0:begin
          tmp_row=row;
          tmp_col=col+7'd2;
        end
        4'd1:begin
          tmp_row=row+7'd1;
          tmp_col=col+7'd2;
        end
        4'd2:begin
          tmp_row=row+7'd2;
          tmp_col=col+7'd2;
        end
        default:begin
          tmp_row=row;
          tmp_col=col;
        end
    endcase
  end
  else begin
    tmp_row=row;
    tmp_col=col;
  end
end
always@(posedge clk or posedge reset)begin
  if(reset)begin
    conv_count<=4'd0;
  end
  else if(conv_en)begin
    conv_count<=next_conv_count;
  end
  else begin
    conv_count<=4'd0;
  end
end
always@(*)begin
  if(conv_en)begin
    next_conv_count=conv_count+4'd1;
  end
  else begin
    next_conv_count=conv_count;
  end
end
always@(*)begin
  if(conv_en)begin
    case(conv_count)
        4'd0:begin
          img_data=reg0;
          weight=20'h0A89E;
        end
        4'd1:begin
          img_data=reg1;
          weight=20'h092D5;
        end
        4'd2:begin
          img_data=reg2;
          weight=20'h06D43;
        end
        4'd3:begin
          img_data=reg3;
          weight=20'h01004;
        end
        4'd4:begin
          img_data=reg4;
          weight=20'hF8F71;
        end
        4'd5:begin
          img_data=reg5;
          weight=20'hF6E54;
        end
        4'd6:begin
          img_data=reg6;
          weight=20'hFA6D7;
        end
        4'd7:begin
          img_data=reg7;
          weight=20'hFC834;
        end
        4'd8:begin
          img_data=reg8;
          weight=20'hFAC19;
        end
        default:begin
          img_data=20'd0;
          weight=20'd0;
        end
    endcase
  end
  else begin
    img_data=20'd0;
    weight=20'd0;
  end
end
always@(posedge clk or posedge reset)begin
  if(reset)begin
    psum<=40'd0;
  end
  else if(conv_en)begin
    psum<=next_psum;
  end
  else begin
    psum<=40'd0;
  end
end
always@(*)begin
  if(conv_en)begin
    next_psum=psum+tmp_result;
  end
  else begin
    next_psum=psum;
  end
end
always@(posedge clk or posedge reset)begin
  if(reset)begin
    conv_data<=20'd0;
  end
  else if(relu)begin
    conv_data<=next_conv_data;
  end
  else begin
    conv_data<=20'd0;
  end
end
always@(*)begin
  if(relu)begin
    addBias_result=psum+{4'd0,20'h01310,16'd0};
    if(addBias_result[39]==1'b1||addBias_result==40'd0)begin
      next_conv_data=20'd0;
    end
    else begin
      if(addBias_result[15]==1'b1)begin
        next_conv_data=addBias_result[35:16]+20'd1;
      end
      else begin
        next_conv_data=addBias_result[35:16];
      end
    end
  end
  else begin
    next_conv_data=conv_data;
  end
end
always@(posedge clk or posedge reset)begin
  if(reset)begin
    max<=20'd0;
  end
  else if(max_en)begin
    max<=n_max;
  end
  else begin
    max<=20'd0;
  end
end
always@(*)begin
  if(max_en)begin
    if(max<cdata_rd)begin
      n_max=cdata_rd;   
    end
    else begin
      n_max=max;
    end
    case(read_counter)
      4'd0:begin
        caddr_rd=max_addr;
      end
      4'd1:begin
        caddr_rd=max_addr+12'd1;
      end
      4'd2:begin
        caddr_rd=max_addr+12'd64;
      end
      4'd3:begin
        caddr_rd=max_addr+12'd65;
      end
      default:begin
        caddr_rd=max_addr;
      end
    endcase
  end
  else begin
    n_max=max;
    caddr_rd=max_addr;
  end
end
always@(posedge clk or posedge reset)begin
  if(reset)begin
    caddr_count<=12'd0;
  end
  else if(layer1_wen)begin
    caddr_count<=next_caddr_count;
  end
  else begin
  end
end
always@(*)begin
  if(layer1_wen)begin
    next_caddr_count=caddr_count+12'd1;
  end
  else begin
    next_caddr_count=caddr_count;
  end
end
always@(*)begin
  if(state==LAYER0_WRITE)begin
    caddr_wr=(row<<6)+col;
    cdata_wr=conv_data;
  end
  else if(state==LAYER1_WRITE)begin
    caddr_wr=caddr_count;
    cdata_wr=max;
  end
  else begin
    caddr_wr=12'd0;
    cdata_wr=20'd0;
  end
end
always@(*)begin
  case(state)
    LAYER0_WRITE:csel=3'b001;
    MAX_POOLING:csel=3'b001;
    LAYER1_WRITE:csel=3'b011;
    default:csel=3'b000;
  endcase
end
always@(posedge clk or posedge reset)begin
  if(reset)begin
    busy<=1'b0;
  end
  else if(ready)begin
    busy<=1'b1;
  end
  else if(state==LAYER1_DONE)begin
    busy<=1'b0;
  end
  else begin
  end
end
endmodule
### flow/config.mk
export PLATFORM = sky130hd
export DESIGN_NAME = CONV
export DESIGN_NICKNAME = CONV
export VERILOG_FILES = /design/flow/design.v
export SDC_FILE = /design/flow/constraint.sdc
export NUM_CORES = 4
export LEC_CHECK = 1
export CORE_UTILIZATION = 40
==> impl_metrics.yaml <==
# flow metrics
setup_path:
  cp_num_cells: 30
  cp_top_family: "adder cells"
  slowest_stage: "fa_1"
  path_buffers: 6
  crit_path_end_kind: "flop"
  worstPathRequired_ns: 16.34
  critPathMostFrequentCell: "fa_1"
  critPathMaxStageDelay_ns: 0.57
  critPathKind: "reg -> reg"
  critPathLaunchType: "flop"
  worst_ep_arrival_time_ns: 10.33
  critPathMaxFanout: 14
  rr_worst_depth: 30
logic_synthesis:
  seq_area_frac_synth_pct: 21.92
  yosys_cells: 3945
  synth_area_sq_um: 34820
  edf_count: 0
  syn_area_per_cell_sq_um: 8.826
  synthArstFlopShare_pct: 100.0
  synth.area.top_cells: "fa_1, dfrtp_1, inv_1"
  ys.flops: 305
  yosys_area_sq_um: 34820
  syn-instance-count: 3945
  ys.flop_type: "dfrtp_1"
  ys_types: 85
  synth_warnings: 1
  synth_top_area_share_pct: 26.85
  top_area_cell: "fa_1"
routing:
  vias_per_cell: 5.462
  dr.pass1.iters: 6
  wl_mm: 104.2
  wl_per_cell_um: 20.47
  via_count: 27800
  first_iter_violations: 2184
  ant_nets: 0
  drcViolationCount: 0
place:
  portBuffers: 103
  dp_hpwl_mm: 75.58
  post-place-ws_ns: 6.147
  dp_cells: 5019
  routabilityCongestion: 0.9787
  place_area_sq_um: 36890
final_timing:
  hold_viol_final: 0
  clock.fmax_ghz: 0.1011
  rsz0062_at_grt: "no"
  finalSetupViolCount: 0
  worst_slew_pin_slew_ns: 0.9155
  finalCritPeriodShare_pct: 62.22
  finalWorstSetupSlack_ns: 6.008
  slew_headroom_pct: 38.53
  finalCriticalPeriod_ns: 9.892
  skew_ns: 0.02778
  slew_violations: 0
  worst_hold_slack_ns: 0.3694
  tns_ns: 0
clock_network:
  post_cts.repair.setup_buffers: 0
  clk_path_buf_depth: 3
  root_buffer: "clkbuf_16"
  hold_buffers: 0
  post_cts_resize_count: 0
  cts_buffers: 39
  tritoncts: "yes"
  clock_latency_ns: 0.59
  clk_pin_slew_ns: 0.06
  cts.htree.levels: 2
  cts.sinks: 305
grt:
  grt.total_usage_pct: 25.21
  globalRouteOverflowTotal: 0
  grtUsageMet1_pct: 37.80
  use_met2_pct: 35.59
  grtUsageMet3_pct: 10.22
  grt_pass1_wl_mm: 165.0
  grt_antenna_before_repair: 3
  globalRoute.busiestLayer: "met1"
  grt_start_max_net_pins: 161
  grt_pass1_vias: 28110
die:
  design.core.area_sq_um: 85680
  ios: 105
  rows: 107
  die_y_um: 297.0
  initCoreUtil_pct: 40.64
  fp.dieW_um: 297.0
  chipArea_sq_um: 88230
run:
  warnings: 54
  maxCapViolCount: 0
final_layout:
  area_growth_pct: 9.778
  finalInstanceArea_sq_um: 38220
  fin_cells: 5089
  drive_above_1_share_pct: 4.718
worst_hold_path:
  hold_path_class: "reg -> reg"
  hold_depth: 0
status:
  outcome: "finished clean"
==> flip-flops by register name, summed over array words and instances, names as in the netlist, 12 cells and up <==
register     flops
caddr_count     12
reg6            20
psum            40
max             20
conv_data       20
reg1            20
reg3            20
reg8            20
reg5            20
reg4            20
reg7            20
reg0            20
reg2            20
==> logic make-up (layout without fill, tap and decap cells) <==
group	after synthesis	count (layout)	synth area share, %
AOI/OAI and AO/OA	756	756	14.86
xor gates and xnor gates	109	109	2.742
adders and majority gates	648	648	33.35
buffers and inverters	937	933	10.44
DFF	305	305	21.92
muxes	24	24	0.7079
other	1	5	0.01077
and+or+nand+nor	1165	1165	15.97
==> synth_stat cells, types with 13 or more instances <==
| cell | instances |
|---|---|
| fa_1 | 467 |
| a222oi_1 | 19 |
| nand2_1 | 459 |
| nand3_1 | 106 |
| inv_1 | 689 |
| a32o_1 | 21 |
| buf_1 | 22 |
| nor3b_1 | 129 |
| buf_2 | 15 |
| dfrtp_1 | 304 |
| mux2i_1 | 19 |
| o21ai_0 | 128 |
| ha_1 | 181 |
| a22o_1 | 39 |
| a221o_1 | 16 |
| xor2_1 | 33 |
| xnor2_1 | 76 |
| o31ai_1 | 116 |
| clkbuf_1 | 196 |
| a22oi_1 | 24 |
| nor2b_1 | 20 |
| nand2b_1 | 19 |
| nand4_1 | 24 |
| a31oi_1 | 14 |
| a21oi_1 | 197 |
| a221oi_1 | 31 |
| nor3_1 | 32 |
| nor2_1 | 248 |
| o21a_1 | 15 |
| a21o_1 | 39 |
| and2_1 | 48 |
| and3_1 | 31 |
| o22ai_1 | 13 |
==> layer usage <==
metal  vias to the layer above  wire length [um]  share of wire, %
li1                      12810                 -                 -
met1                     13730             44970                43
met2                      1101             45230                43
met3                       164             11230                11
met4                         0              2712               2.6
met5                         -                 0                 0
==> final cells by class <==
cell class	instances	area (sq um)
sequential	305	7639
inverter	690	2597
timing repair buffer	176	1617
fill	8363	47460
multi-input combinational	2704	23610
antenna	3	7.507
tap	1144	1431
clock inverter	15	231.5
clock buffer	52	1095
==> per-stage QoR <==
stage	utilization [%]
final	44.61
after detailed placement	43.05
after global routing	44.61
after CTS	44.60
after global placement	43.05
after floorplan	-
==> path summary, 6_finish.rpt <==
check                                   start       endpoint  slack [ns]
worst max-delay path            conv_count[0]       psum[39]        6.01
worst min register to register       state[2]       state[7]        0.37
min in group asynchronous               reset  conv_data[13]        3.01
max in group asynchronous               reset  conv_count[2]       11.13
worst min-delay path                 state[2]       state[7]        0.37
worst max register to register  conv_count[0]       psum[39]        6.01
==> cell usage in the layout, fill, tap and decap left out, types with 7 or more instances in the layout <==
cell type,synthesis,final
o22ai_1,13,13
ha_1,181,181
and2_1,48,48
and3_1,31,31
o21ai_1,9,10
nand2b_1,19,19
a32o_1,21,21
a22oi_1,24,24
o211ai_1,7,7
a22o_1,39,39
nand4_1,24,24
o31ai_2,10,10
o21ai_0,128,127
a21o_1,39,37
nor2b_1,20,19
o31ai_1,116,116
mux2i_1,19,19
clkdlybuf4s50_1,0,103
xnor2_1,76,76
fa_1,467,467
clkbuf_16,0,39
or2_2,9,9
xor2_1,33,33
a21oi_1,197,197
a221oi_1,31,30
clkbuf_8,0,7
o21a_1,15,15
or3_1,11,11
nor2_1,248,247
dfrtp_1,304,302
a31oi_1,14,14
nand3_1,106,106
buf_4,2,70
nor3_1,32,30
a222oi_1,19,19
a221o_1,16,16
nor3b_1,129,129
nand2_1,459,456
inv_1,689,688
==> worst register-to-register path: cells and delay by family (launching register included) <==
family | cells | cell delay (ns)
adders and majority gates | 9 | 4.33
and+or+nand+nor | 8 | 2.33
AOI/OAI and AO/OA | 7 | 2.24
DFF | 1 | 0.44
buffers and inverters | 6 | 0.42
